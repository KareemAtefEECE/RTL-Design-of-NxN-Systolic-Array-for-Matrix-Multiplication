===== design.v =====
module PE #(
    parameter DATAWIDTH = 16
)(
    input wire clk,
    input wire rst_n,
    input wire clear,
    input wire [DATAWIDTH-1:0] a_in,
    input wire [DATAWIDTH-1:0] b_in,
    output reg [DATAWIDTH-1:0] a_out,
    output reg [DATAWIDTH-1:0] b_out,
    output reg [2*DATAWIDTH-1:0] c_out
);
always @(posedge clk or negedge rst_n) begin
    if (!rst_n) begin
        a_out <= 0;
        b_out <= 0;
        c_out <= 0;
    end else if(!clear) begin
        a_out <= a_in;
        b_out <= b_in;
        c_out <= c_out + a_in * b_in;
    end
    else begin
        a_out <= 0;
        b_out <= 0;
        c_out <= 0;
    end
end
endmodule
module BIT_SYNC #(
    parameter BUS_WIDTH = 1,
              NUM_STAGES = 2
)
(
    input wire[BUS_WIDTH-1:0] ASYNC,
    input wire CLK,
    input wire RST,
    output reg[BUS_WIDTH-1:0] SYNC
);
reg[BUS_WIDTH-1:0] q[0:NUM_STAGES-1];
integer i;
always @(posedge CLK, negedge RST) begin
    if(!RST) begin
        for(i=0;i<NUM_STAGES;i=i+1)
        q[i]<=0;
    end
    else begin
        q[0]<=ASYNC;
        for(i=1;i<NUM_STAGES;i=i+1) 
            q[i]<=q[i-1];
    end
end
always @(*) SYNC=q[NUM_STAGES-1];
endmodule
module systolic_array #(
    parameter DATAWIDTH = 16,
    parameter N_SIZE = 5
)(
    input wire clk,
    input wire rst_n,
    input wire valid_in,
    input wire [N_SIZE*DATAWIDTH-1:0] matrix_a_in,
    input wire [N_SIZE*DATAWIDTH-1:0] matrix_b_in,
    output reg valid_out,
    output reg [N_SIZE*2*DATAWIDTH-1:0] matrix_c_out
);
    wire [DATAWIDTH-1:0] a[N_SIZE-1:0][N_SIZE-1:0];
    wire [DATAWIDTH-1:0] b[N_SIZE-1:0][N_SIZE-1:0];
    wire [2*DATAWIDTH-1:0] c[N_SIZE-1:0][N_SIZE-1:0];
    reg [DATAWIDTH-1:0] a_in_reg[N_SIZE-1:0];
    reg [DATAWIDTH-1:0] b_in_reg[N_SIZE-1:0];
    wire[DATAWIDTH-1:0] a_in_sync[N_SIZE-2:0];
    wire[DATAWIDTH-1:0] b_in_sync[N_SIZE-2:0];
    reg clear_pe;
    integer i,j;
always @(posedge clk or negedge rst_n) begin
        if (!rst_n) begin
            for (i = 0; i < N_SIZE*2; i = i + 1) begin
                a_in_reg[i] <= 0;
                b_in_reg[i] <= 0;
            end
        end 
else begin
            if (valid_in) begin
                for (i = 0; i < N_SIZE; i = i + 1) begin
                    a_in_reg[i] <= matrix_a_in[i*DATAWIDTH +: DATAWIDTH];
                    b_in_reg[i] <= matrix_b_in[i*DATAWIDTH +: DATAWIDTH];
                end
            end 
            else begin 
              for (i = 0; i < N_SIZE; i = i + 1) begin
                a_in_reg[i] <= a_in_reg[i];
                a_in_reg[i] <= a_in_reg[i];
            end
            end
    end
    end
    genvar k,m;
    generate
       for(k=0;k<N_SIZE-1;k=k+1) begin
            BIT_SYNC #(.BUS_WIDTH(DATAWIDTH),.NUM_STAGES(k+1)) sync_inst(
                .ASYNC(a_in_reg[k+1]),
                .CLK(clk),
                .RST(rst),
                .SYNC(a_in_sync[k])
            );
       end
       for(k=0;k<N_SIZE-1;k=k+1) begin
            BIT_SYNC #(.BUS_WIDTH(DATAWIDTH),.NUM_STAGES(k+1)) sync_inst(
                .ASYNC(b_in_reg[k+1]),
                .CLK(clk),
                .RST(rst),
                .SYNC(b_in_sync[k])
            );
       end
        endgenerate
 genvar col, row;
generate
    for (row = 0; row < N_SIZE; row = row + 1) begin 
        for (col = 0; col < N_SIZE; col = col + 1) begin
            wire [DATAWIDTH-1:0] a_in_wire, b_in_wire;
            if (col == 0 && row ==0)
                assign a_in_wire = a_in_reg[row];
            else if (col ==0 && row !=0) 
                assign a_in_wire = a_in_sync[row-1];
            else 
                assign a_in_wire = a[row][col-1];
            if (row == 0 && col == 0)
                assign b_in_wire = b_in_reg[col];
            else if(row == 0 && col != 0)
                assign b_in_wire = b_in_sync[col-1];
            else   
                assign b_in_wire = b[row-1][col];
            PE #(.DATAWIDTH(DATAWIDTH)) pe_inst (
                .clk(clk),
                .rst_n(rst_n),
                .clear(clear_pe),
                .a_in(a_in_wire),
                .b_in(b_in_wire),
                .a_out(a[row][col]),
                .b_out(b[row][col]),
                .c_out(c[row][col])
            );
        end
    end
endgenerate
reg [31:0] cycle_count;
integer row_idx;
always @(posedge clk or negedge rst_n) begin
    if (!rst_n) begin
        cycle_count <= 0;
        valid_out <= 0;
        matrix_c_out <= 0;
    end else begin
        if (cycle_count == (3 * N_SIZE + 1)) begin
         cycle_count <= 0;
         clear_pe <= 1;
        end
        else if (valid_in || cycle_count > 0) begin
            clear_pe <= 0;
            cycle_count <= cycle_count + 1;
        end
        if (cycle_count >= 2*N_SIZE && cycle_count < 3*N_SIZE) begin
            valid_out <= 1;
            row_idx = cycle_count - (2*N_SIZE);
            if (row_idx < N_SIZE) begin
                for (i = N_SIZE - 1; i >= 0; i = i - 1) begin
                    matrix_c_out[(N_SIZE - 1 - i) * 2 * DATAWIDTH +: 2 * DATAWIDTH] <= c[row_idx][i];
                end
            end else begin
                matrix_c_out <= 0;
            end
        end else begin
            valid_out <= 0;
        end
    end
end
endmodule

===== constraint.sdc =====
current_design systolic_array

set clk_period 10.0
set clk_io_pct 0.2

create_clock -name clk0 -period $clk_period [get_ports {clk}]

set non_clock_inputs [all_inputs -no_clocks]
set_input_delay [expr $clk_period * $clk_io_pct] -clock clk0 $non_clock_inputs
set_output_delay [expr $clk_period * $clk_io_pct] -clock clk0 [all_outputs]

===== run.sh =====
#!/bin/bash
# OpenROAD 26Q1-2900-gdf79404cd8, Yosys 0.63+post, stock flow scripts
make -C /OpenROAD-flow-scripts/flow DESIGN_CONFIG=/design/flow/config.mk WORK_HOME=/design/flow/orfs finish

===== config.mk =====
export PLATFORM = sky130hd
export DESIGN_NAME = systolic_array
export DESIGN_NICKNAME = systolic_array
export VERILOG_FILES = /design/flow/design.v
export SDC_FILE = /design/flow/constraint.sdc
export NUM_CORES = 4
export LEC_CHECK = 1
export CORE_UTILIZATION = 50
export SYNTH_HDL_FRONTEND = slang

==> flow_metrics.tcl <==
# collected from the flow reports
set metrics [dict create \
    wl_per_cell_um 15.44 \
    mux_share_pct 2.570 \
    drc 0 \
    synthCells 1610 \
    slowest_stage "dfrtp_1" \
    synth_area_um2 15290 \
    post-synth-top-area-cell "fa_1" \
    insertion_delay_ns 0.44 \
    seqCellArea_um2 3287 \
    grt_usage_pct 23.72 \
    cts.clk_slew.worst_paths_ns 0.06 \
    post_cts_buffers 0 \
    hold_class "reg -> reg" \
    logic_family "adder cells" \
    vias 10140 \
    dieArea_um2 31280 \
    layout_min_cycle_time_ns 7.101 \
    critPathKind "reg -> reg" \
    outcome "completed" \
    synth-simple-area-share_pct 13.36 \
    gp_congestion 0.8994 \
    root_buffer "clkbuf_16" \
    logic_area_um2 9518 \
    final_cell_mix "inv_1 (360), fa_1 (225), clkdlybuf4s50_1 (193)" \
    fp.dieH_um 176.9 \
    final_area_um2 17290 \
    cts_buffers 17 \
    maxCapViolCount 0 \
    grt_pass1_wl_mm 53.94 \
    syn_to_final_growth_pct 13.11 \
    setup_violations 0 \
    dp_slack_ns 2.911 \
    filler_cell_count 2537 \
    vias_per_cell 4.903 \
    min_period_over_period_pct 71.01 \
    routed_wl_mm 31.94 \
    rsz0062_at_grt "no" \
    ff_type "dfrtp_1" \
    critPathRequiredTime_ns 10.30 \
    start_kind "register" \
    final_max_slew_viol_count 0 \
    cts_tree "yes" \
    cts_htree_levels 4 \
    place_area_um2 16730 \
    cts.path.max_buffers 2 \
    edf_count 1 \
    top_area_share_pct 29.46 \
    clock-sinks 131 \
    ys_ff 131 \
    hold_violations 0 \
    io_buffers 195 \
    firstDrtPassIters 4 \
    yosys_cells 1610 \
    critPathArrivalTime_ns 7.41 \
    grt_max_degree 117 \
    io_pins 324 \
    r2r_cells 21 \
    post_cts_resize_count 0 \
    holdBufCountCts 0 \
    area_leaders "fa_1 (29%), dfrtp_1 (21%), inv_1 (8.8%)" \
    cp-end-kind "register" \
    tns_ns 0 \
    path_cells "nand2_1 > fa_1 > inv_1 > fa_1 > inv_1 > fa_1 > inv_1 > fa_1 > fa_1 > inv_1 > fa_1 > inv_1 > ha_1 > and3_1 > a221oi_2 > o21bai_1 > a2111o_1 > o211ai_2 > o21ai_2 > and3_1 > or4_1" \
    finalWorstSetupSlack_ns 2.899 \
    diodes 0 \
    ys_sh_aoi_pct 5.287 \
    crit_path_max_incr_delay_ns 0.80 \
    worstPathMaxFanout 17 \
    fmax_ghz 0.1408 \
    design.core.area_um2 29870 \
    ys_seq_share_pct 21.47 \
    final_common_cell "inv_1" \
    ys_sh_xor_pct 3.036 \
    finalClockSkew_ns 0.01162 \
    overflow 0 \
    synth_warnings 8 \
    dp_hpwl_mm 24.58 \
    crit_top_cell "fa_1" \
    synthArstFlopShare_pct 99.24 \
    grt_pass1_vias 10210 \
    min_path_cells 1 \
    antenna_found_initial 0 \
    drt_iter0_markers 302 \
    drive_gt1_share_pct 5.602 \
    rows 63 \
    ys_area_um2 15290 \
    ant_nets 0 \
    synth_cell_types 51 \
    dieWidth_um 176.9 \
    fin_util_pct 57.88 \
    tightest_slew_ns 0.8641 \
    initial_core_util_pct 51.17 \
    warnings 159 \
    adder_share_pct 37.97 \
    slew-limit-headroom_pct 42.39 \
    syn_avg_cell_area_um2 9.496 \
]
[state kept, by name, summed over array words and instances (netlist names)]
register                       flops
genblk3.genblk1.pe_inst.c_out     32
genblk3.genblk1.b_in_wire         16
genblk3.genblk1.a_in_wire         16
matrix_c_out                      33
cycle_count                       32
valid_out                          1
clear_pe                           1
[cell usage after synthesis (3+ instances only)]
library cell	count
inv_1	360
fa_1	225
nand2_1	166
dfrtp_1	130
buf_4	127
and2_1	119
ha_1	104
nor2_1	55
clkbuf_1	49
xnor2_1	38
mux2_2	34
a22o_1	32
a21oi_1	17
nand3_1	15
xor2_1	15
nor3_1	12
o21ai_0	12
a21o_1	11
and3_1	11
a211oi_1	8
nor2b_1	8
nor4_1	8
nand4_1	7
o31ai_1	4
a21boi_0	3
and3b_1	3
nand2b_1	3
o21a_1	3
o21bai_1	3
[metal layers]
metal  track usage (%)  routed length, um  up-vias
li1                  -                  -     4839
met1             36.91              13830     4963
met2             36.45              15360      321
met3             7.184               2457       16
met4             1.940                287        0
met5                 0                  0        -
[final cells by class]
class                   count  area share, %
multi-input cells         942          55.04
well taps                 390          2.822
repair buffers            213          12.05
flip-flops and latches    131          19.01
inverters                 360          7.814
clock inverters            15         0.8104
clock buffers              17          2.460
[metrics by stage]
step	std cells	hold WS (ns)
after floorplan	1610	0.4452
after global placement	2036	0.4628
after detailed placement	2036	0.4730
after CTS	2068	0.4893
after global routing	2068	0.4961
final	2068	0.4861
[critical path: cells and delay by family, from the launching register on]
family	cells	cell delay [ns]
compound gates	5	1.34
flops	1	0.80
simple gates	4	1.05
fa+ha+maj	7	3.51
buf+inv	5	0.25
[final timing paths]
check                                                           to                                from  slack (ns)
max                        genblk3[0].genblk1[0].pe_inst.c_out[28]  genblk3[0].genblk1[0].a_in_wire[5]        2.90
max reg2reg                genblk3[0].genblk1[0].pe_inst.c_out[28]  genblk3[0].genblk1[0].a_in_wire[5]        2.90
min reg2reg                                        cycle_count[31]                     cycle_count[31]        0.49
min                                                cycle_count[31]                     cycle_count[31]        0.49
min in group asynchronous  genblk3[0].genblk1[0].pe_inst.c_out[11]                               rst_n        1.47
max in group asynchronous                        matrix_c_out[157]                               rst_n        7.52
[cells by family after synthesis]
logic type,count (synthesis)
adders and majority gates,329
DFF,131
xor gates and xnor gates,53
muxes,35
and+or+nand+nor,417
AOI/OAI and AO/OA,108
buffers and inverters,537
